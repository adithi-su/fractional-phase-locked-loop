### flow/run.sh
#!/bin/bash
# OpenROAD 26Q1-2900-gdf79404cd8, Yosys 0.63+post, stock flow scripts
make -C /OpenROAD-flow-scripts/flow DESIGN_CONFIG=/design/flow/config.mk WORK_HOME=/design/flow/orfs finish
### flow/config.mk
export PLATFORM = sky130hd
export DESIGN_NAME = adder_nbit
export DESIGN_NICKNAME = adder_nbit
export VERILOG_FILES = /design/flow/design.v
export SDC_FILE = /design/flow/constraint.sdc
export NUM_CORES = 4
export LEC_CHECK = 1
export CORE_AREA = 10 10 71 71
export DIE_AREA = 0 0 81 81
### flow/constraint.sdc
current_design adder_nbit

set clk_period 4.8
set clk_io_pct 0.2

create_clock -name clk0 -period $clk_period

set non_clock_inputs [all_inputs -no_clocks]
set_input_delay [expr $clk_period * $clk_io_pct] -clock clk0 $non_clock_inputs
set_output_delay [expr $clk_period * $clk_io_pct] -clock clk0 [all_outputs]
### flow/design.v
`timescale 1ns/1ns
module adder_nbit #(parameter N=16) (input1,input2,answer);
    input [N-1:0] input1,input2;
    output [N-1:0] answer;
    wire  carry_out;
    wire [N-1:0] carry;
    genvar i;
    generate 
    for(i=0;i<N;i=i+1)
    begin: generate_N_bit_Adder
    if(i==0) 
        half_adder f(input1[0],input2[0],answer[0],carry[0]);
    else
        full_adder f(input1[i],input2[i],carry[i-1],answer[i],carry[i]);
    end
    assign carry_out = carry[N-1];
   endgenerate
endmodule 
module half_adder(x,y,s,c);
   input x,y;
   output s,c;
   assign s=x^y;
   assign c=x&y;
endmodule 
module full_adder(x,y,c_in,s,c_out);
    input x,y,c_in;
    output s,c_out;
    assign s = (x^y) ^ c_in;
    assign c_out = (y&c_in)| (x&y) | (x&c_in);
endmodule 
==> summary.txt <==
impl run done, here's what came out: Chip Width=between 80 and 90 µm, setup ws final=-2.51 ns, worst hold path type=in -> out, Area growth, synth to finish=98.0%, Total GRT Usage=4.46%, Levels on crit path=18, Pre-Place Util=between 10% and 20%, first-pass GRT wire length=2.28 mm, initial antenna violation count=0, vias in the first global route=around 450, Initial DRT Pass Iterations=2, overflow left after global routing=0, top cells by count, synth=buf_4, fa_1, ha_1, xor3_1, Area leader share=roughly 64%, Initial DRC Count=1, Hold-fix buffers, CTS=0, layout cells sized above 1=about 42%, Rows=22, failing checks=negative setup slack, num sequential=0, vias=349, Worst slew margin=between 90 and 100%, CP peak stage delay=between 0.3 and 0.4 ns, vias per cell=roughly 3.1, DPL Wire Length=between 1.5 and 2 mm, Post-DRT Antenna Nets=0, Syn Inst Count=32, crit path cell chain=buf_8, ha_4, fa_2, fa_2, fa_2, fa_2, fa_2, fa_2, fa_2, fa_2, fa_2, fa_2, fa_2, fa_2, fa_2, fa_2, xor3_1, buf_2, final hold vios=0, max-slew violations=0, RSZ-0062 raised after global routing=true, Worst Path Arrival=about 6.4 ns, post-synth top area cell=fa_1, CP Launch Type=input pin, Pwr Density=approximately 110 nW/µm², fin cells=around 110, Crit path max-delay family=adder cells, dpl cells=about 110, Unique cell types=4, CP dominant cell by count=fa_2, worst slew pin tran=0.110 ns, total routed wirelength=about 1.5 mm, Max Cap Viol=0, number of remaining DRC errors=0, Final Util=a little under a quarter, Setup crit start=input2[0], Tmin final=around 7.3 ns, Fin Hold WS=2.56 ns, Ys Warns=0, FF+latch area=0 µm², crit path capture type=output port, sequential fraction of the synthesis area=0%, CLK BUF=0, Pleak=0.312 nW, Top cells by area=fa_1, buf_4, xor3_1, OpenROAD warning count=35, total die size=6560 µm², Final GP Congestion=about 0.87, # Cells Yosys=32, Crit path buffers/inverters=2, cell area after synthesis=roughly 440 µm², CP max FO=1, Worst EP required=about 3.8 ns, IO Pins=about 48, core area=3630 µm², slowest CP cell=fa_2, setup bufs post-CTS=0, critical path class=in -> out, Avg Cell Area, Syn=~14 µm², Peak Freq=between 100 and 150 MHz, Port Buffers=48, largest net degree at the start of global routing=2, diode count=0, outcome=finished, violations left, worst vdd ir=roughly 0.040 mV, fin crit share=152%, drt wl/cell=about 13 µm, final setup fails=9, post-synth area from yosys stat=about 440 µm², Die Y=about 80 µm, crit path capture=answer[15], most frequent cell after synthesis=buf_4
==> routing by layer <==
metal / wire length (µm) / track usage (%)
met5: 0 / 0
met4: 0 / 0
met2: 474 / 6.21
met1: 498 / 4.50
met3: 505 / 5.46
==> how the worst min path moves through the flow <==
stage	from	end	slack (ns)	cells past startpoint
6_report	input2[0]	answer[0]	2.56	3
4_1_cts	input2[0]	answer[0]	2.57	3
5_1_grt	input2[0]	answer[0]	2.58	3
==> cells by family (layout without fill, tap and decap cells) <==
group,Yosys count,after routing,synth area share (%)
XOR/XNOR,1,1,5.44
buffers and inverters,16,48,27.5
adder cells (fa/ha/maj),15,15,67.0
==> report_power, final <==
part	switching [mW]	total [mW]	internal, mW
logic	0.0271	0.0931	0.0660
registers	0	0	0
clock network	0	0	0
total	0.0271	0.0931	0.0660
==> area by class of cell <==
class                      instances  area, µm²
fill                             393       2770
timing repair buffer              48        440
multi-input combinational         16        364
tap                               48       60.1
==> metrics by stage <==
step | power [mW] | setup slack (ns) | setup TNS [ns] | instance area (µm²)
after global routing | 0.106 | -2.62 | -13.62 | 865
after floorplan | 0.0547 | -2.29 | -10.95 | 484
after detailed placement | 0.115 | -3.28 | -20.33 | 905
final | 0.0931 | -2.51 | -12.69 | 865
after CTS | 0.0989 | -2.92 | -15.63 | 861
after global placement | 0.115 | -3.26 | -20.28 | 905
==> placed cells by master, fill, tap and decap left out <==
| cell | instances |
|---|---|
| xor3_1 | 1 |
| clkdlybuf4s15_2 | 1 |
| buf_2 | 9 |
| clkdlybuf4s50_1 | 34 |
| buf_6 | 1 |
| dlygate4sd2_1 | 2 |
| ha_4 | 1 |
| fa_2 | 14 |
| buf_8 | 1 |
==> worst min-delay path, cell delays in order <==
cell and delay (ns):
buf_8 0.07, ha_4 0.11, clkdlybuf4s50_1 0.46
==> repair_timing <==
item	CTS	global route
setup endpoints to repair	11	10
resized	43	1
pin swaps	13	12
Power figures rest on the tool's default switching activity, not on a simulated workload.
